===== flow/run.sh =====
#!/bin/bash
# OpenROAD 26Q1-2900-gdf79404cd8, Yosys 0.63+post, stock flow scripts
make -C /OpenROAD-flow-scripts/flow DESIGN_CONFIG=/design/flow/config.mk WORK_HOME=/design/flow/orfs finish

===== flow/config.mk =====
export PLATFORM = sky130hd
export DESIGN_NAME = dff_synr
export DESIGN_NICKNAME = dff_synr
export VERILOG_FILES = /design/flow/design.v
export SDC_FILE = /design/flow/constraint.sdc
export NUM_CORES = 4
export LEC_CHECK = 1
export CORE_AREA = 10 10 70 70
export DIE_AREA = 0 0 80 80

===== flow/constraint.sdc =====
current_design dff_synr

set clk_period 1.0
set clk_io_pct 0.2

create_clock -name clk0 -period $clk_period [get_ports {clk}]

set non_clock_inputs [all_inputs -no_clocks]
set_input_delay [expr $clk_period * $clk_io_pct] -clock clk0 $non_clock_inputs
set_output_delay [expr $clk_period * $clk_io_pct] -clock clk0 [all_outputs]

===== flow/design.v =====
module dff_synr (
  input logic [7:0]D,
  input logic clk,
  input logic reset,
  output logic [7:0]Q
);
  always_ff@(posedge clk)
  if (reset==0) Q<=D;
  else Q<=0;
endmodule

==> results.yml <==
# flow metrics
cells_and_area:
  top_regs: "Q: 8 flops"
  largest_reg_flops: 8
  logic_area_um2: 50.05
  final_util_pct: 13.59
  top_register: "Q"
  fill_cells: 391
  seqCellArea_um2: 162.7
  drive_above_1_share_pct: 16.22
  areaGrowthSynthToFinish_pct: 120.8
die:
  fp_util_pct: 6.154
  chipArea_um2: 6400
  die_h_um: 80
  fp.dieW_um: 80
  num_io_pins: 18
  rows: 21
  core-area_um2: 3416
setup_path:
  cp.depth: 1
  required_ns: 0.80
  start_kind: "flip-flop"
  critical_path.top_delay_family: "flip-flops"
  crit_type: "flip-flop to output pin"
  cp_slowest_cell: "dfxtp_1"
  arrival_ns: 0.77
  cpPeakStageDelay_ns: 0.29
  cp_max_fo: 1
  cp_cell_sequence: "dlygate4sd2_1"
  cp_num_buf_inv: 1
  end_kind: "output pin"
yosys:
  yosys_area_um2: 210.2
  netlist.area_leader.share_pct: 76.19
  ys_cells: 16
  ys.flop_type: "dfxtp_1"
  synthArstFlopShare_pct: 0
  netlist_instances: 16
  edf_count: 0
  ys_seq_share_pct: 76.19
  synth_flop_count: 8
  topCellsByArea: "dfxtp_1, nor2b_1"
  synth_area_leader_cell: "dfxtp_1"
  ys_top_cells_by_count: "dfxtp_1, nor2b_1"
  syn_area_um2: 210.2
  ys_warn_count: 1
  ys_types: 2
  avgSynthCellArea_um2: 13.14
route:
  drt-pass1-iter-count: 1
  viasPerCell: 2.265
  drt_iter0_drc: 0
  vias: 188
  num_antenna_cells: 0
  drt_wl_total_um: 617
  ant_nets: 0
  drc: 0
  wl_per_cell_um: 7.434
cts:
  htree_num_levels: 1
  clockBufferDepth: 2
  cts_root_buf: "clkbuf_4"
  cts_made_buffers: 3
  cts_tree: "built"
  clkSlewWorstSetupHoldPaths_ns: 0.05
  cts_hold_buf: 0
  cts_num_sinks: 8
grt:
  grt_pass1_wl_um: 917
  grt_max_degree: 9
  first_global_vias: 203
  grt_overflow: 0
  grt_usage_pct: 1.817
  antenna_found_initial: 0
run:
  cap_violations: 0
  warning_count: 25
power:
  irDropWorstVdd_mv: 0.1697
  power_density_nw_per_um2: 1389
  total_power_uw: 644.6
  p_leak_uw: 0.0001860
sta:
  period_used_pct: 97.16
  tns_ns: 0
  hold_violations: 0
  min_period_ns: 0.9716
  grt_setup_unrepaired: "no"
  finalSetupViolations: 0
  slew-limit-headroom_pct: 94.32
  worst_pin_slew_ns: 0.08518
  hold_ws_ns: 0.4957
  slew_violations: 0
  fmax_mhz: 1029
place:
  gp_congestion: 0.6378
  io_buffers: 17
run_status:
  status: "finished, final reports clean"
hold_path:
  holdCritStartpoint: "D[3]"
  min_to: "Q[3]"
  hold_path_depth: 2
  hp-class: "input pin to flip-flop"
per-layer routing:
metal / global-route usage [%] / share of wire [%] / wire length [um] / vias to the layer above
li1: - / - / - / 91
met1: 1.285 / 27 / 167 / 83
met2: 3.772 / 61 / 377 / 9
met3: 0.3409 / 2.6 / 16 / 5
met4: 1.585 / 9.1 / 56 / 0
met5: 0 / 0 / 0 / -
metrics by stage:
stage / cell area (um^2) / std cells / worst slack [ns]
final: 464.2 / 83 / 0.02836
after global routing: 464.2 / 83 / 0.0007840
after CTS: 460.4 / 83 / 0.01290
after detailed placement: 445.4 / 80 / 0.02065
after global placement: 445.4 / 80 / 0.03553
after floorplan: 210.2 / 16 / 0.5385
report_power, final:
group	total (uW)	internal, uW	switching, uW
registers	341	337	3.72
clock network	233	136	96.2
logic	70.8	57.2	13.6
total	645	531	113
how the worst max path moves through the flow:
stage     startpoint  endpoint
4_1_cts         Q[7]      Q[7]
5_1_grt         Q[5]      Q[5]
6_report        Q[5]      Q[5]
cells in the final DEF, fill, tap and decap left out:
| cell | n |
|---|---|
| clkbuf_4 | 3 |
| clkdlybuf4s50_1 | 9 |
| buf_4 | 1 |
| dfxtp_1 | 6 |
| clkdlybuf4s15_1 | 3 |
| nor2b_1 | 8 |
| dlygate4sd2_1 | 5 |
| dfxtp_2 | 2 |
timing repair:
item                                    CTS  global route
endpoints found under the hold margin     0             0
endpoints found under the setup margin    8             2
buffers inserted                          0             0
gates cloned                              0             0
resized                                  10             3
cell type report:
class | instances | share of cell area, %
clock buffer | 3 | 4.852
sequential | 8 | 35.04
timing repair buffer | 18 | 36.93
tap | 46 | 12.40
multi-input combinational | 8 | 10.78
logic make-up after synthesis:
kind of cell	Yosys count	synth area share (%)
DFF	8	76.19
and+or+nand+nor	8	23.81
Power is estimated from default activity; no workload was simulated.
