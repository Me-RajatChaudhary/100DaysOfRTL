## design/flow/config.mk

```make
export PLATFORM = sky130hd
export DESIGN_NAME = odd_counter
export DESIGN_NICKNAME = odd_counter
export VERILOG_FILES = /design/flow/design.v
export SDC_FILE = /design/flow/constraint.sdc
export NUM_CORES = 4
export LEC_CHECK = 1
export CORE_AREA = 10 10 70 70
export DIE_AREA = 0 0 80 80
```

## design/flow/constraint.sdc

```tcl
current_design odd_counter

set clk_period 2.1
set clk_io_pct 0.2

create_clock -name clk0 -period $clk_period [get_ports {clk}]

set non_clock_inputs [all_inputs -no_clocks]
set_input_delay [expr $clk_period * $clk_io_pct] -clock clk0 $non_clock_inputs
set_output_delay [expr $clk_period * $clk_io_pct] -clock clk0 [all_outputs]
```

## design/flow/design.v

```verilog
module odd_counter (
  input wire clk,
  input wire reset,
  output logic [7:0]count_o
);
  logic [7:0] next_count;
  always@(posedge clk or posedge reset) begin
    if (reset)
      count_o <= 8'h1;
    else
      count_o <= next_count;
  end
  assign next_count = count_o + 8'h2;
endmodule
```

## design/flow/run.sh

```bash
#!/bin/bash
# OpenROAD 26Q1-2900-gdf79404cd8, Yosys 0.63+post, stock flow scripts
make -C /OpenROAD-flow-scripts/flow DESIGN_CONFIG=/design/flow/config.mk WORK_HOME=/design/flow/orfs finish
```

==> run notes <==
impl run done, here's what came out: vias=192, CTS tree=built, Setup crit start kind=flop, CTS sink cnt=7, fp_density=8.10%, sw frac=18.5%, vias in the first global route=228, die height=80 microns, worst path required time=1.68 ns, GRT overflow=0, total CTS buffers=3, period utilisation layout=75.4%, DRC errors left=0, Post-CTS Setup Bufs=0, Hold Buf Count CTS=0, yosys warns=1, critical path's slowest cell=clkdlybuf4s50_1, largest net degree at the start of global routing=8, Synth cell types=9, Buffers & Inverters on Critical Path=1, Final Max Tran Viols=0, layout cell share with drive strength beyond 1=9.09%, max-capacitance violation count=0, combinational cell fraction of total power=1.7%, ys cells=22, clock latency on the worst-skew pair=0.24 ns, Post-Syn Area per Cell=12.6 sq um, first-pass GRT wire length=1.17 mm, Top delay family on crit path=buffers and inverters, Leak=0.180 nW, Final Setup Violations=0, row cnt=21, pre-CTS WS=0.765 ns, biggest regs=count_o x7, utilization after layout=12.7%, Core Footprint=3420 sq um, Synth Instances=22, critical path endpoint category=primary output, Cell Area, Synth=277 sq um, IO buf count=8, fin area=433 sq um, Reg power frac=52.7%, Final Hold Fails=0, Max Clk Rate=631 MHz, # IOs=10, Reg2Reg Depth=3, post-route ant nets=0, Clock Tree Buf Depth=2, minimum clock period=1.58 ns, switching power of the nets=47.3 uW, setup total negative slack=0 ns, root buffer selected by CTS=clkbuf_4, reg-to-reg startpoint=count_o[1], count of tool warnings=25, worst-path maximum fanout=5, max FFs per register=7, vias per cell=2.43, Die ar.=6400 sq um, RSZ-0062 raised after global routing=no, Seq/Total Area, Yosys=63.3%, #FFs+latches synth=7, worst clock skew=0.00150 ns, total power=256 uW, clock share of power=45.5%, final worst setup slack=0.516 ns, GR Util All Layers=2.35%, H-tree Lvls=1, DP Area=407 sq um, Power Internal=209 uW, YS chip area=277 sq um, Crit Path Category=reg2out, # diodes=0, RD Place Congestion=0.687, total wire length=649 microns, Reg-to-Reg End=count_o[5], Reg with most FFs=count_o, Routed WL per cell=8.22 microns, post-CTS sizing=0, maximum VDD drop=0.336 mV, hold_ws=0.406 ns, clock-pin slew of the registers on the worst-case setup and hold paths=0.05 ns, Synth-to-Final Area Change=56.6%, crit path cell chain=clkdlybuf4s50_1, flop2flop setup slack=1.08 ns, Final Non-Filler Cells=79, die width=80 microns, CP arrival=1.16 ns, status=finished clean, worst min path class=in2async, Pwr per Cell Area=592 nW/um^2, drt first pass iters=1, initial antenna violation count=0, Max stage delay on crit path=0.50 ns, initial DRC count=0, Cells after DPL=75
==> kinds of logic (layout without fill, tap and decap cells) <==
logic type,after synthesis,in the layout,synth area share [%]
flops,7,7,63.3
xor+xnor,5,5,15.8
other cells,1,1,1.36
simple gates,5,5,9.50
buf+inv,3,14,5.43
fa+ha+maj,1,1,4.52
==> cell usage in the layout, fill, tap and decap left out <==
cell type        n
nand3_1          4
clkbuf_4         3
inv_1            2
xor2_1           1
conb_1           1
clkdlybuf4s50_1  8
clkbuf_1         1
ha_1             1
and3_1           1
dfrtp_1          7
xnor2_1          4
==> worst register-to-register path, cell delays in order (launching register included) <==
cell     delay [ns]
dfrtp_1        0.42
ha_1           0.25
nand3_1        0.11
xnor2_1        0.13
==> final cells by class <==
| class | instances | area, sq um |
|---|---|---|
| Inverter | 2 | 7.51 |
| Timing Repair Buffer | 8 | 80.1 |
| Sequential cell | 7 | 175 |
| Clock buffer | 4 | 26.3 |
| Tap cell | 46 | 57.6 |
| Multi-Input combinational cell | 12 | 86.3 |
| Fill cell | 404 | 2980 |
==> Yosys cell counts <==
| cell | number | area, sq um |
|---|---|---|
| and3_1 | 1 | 6.26 |
| buf_4 | 1 | 7.51 |
| conb_1 | 1 | 3.75 |
| dfrtp_1 | 7 | 175 |
| ha_1 | 1 | 12.5 |
| inv_1 | 2 | 7.51 |
| nand3_1 | 4 | 20.0 |
| xnor2_1 | 4 | 35.0 |
| xor2_1 | 1 | 8.76 |
==> worst max-delay path by stage <==
stage,from,to,slack [ns],cells past startpoint
after CTS,count_o[3],count_o[3],0.49,1
after global routing,count_o[1],count_o[1],0.44,1
final,count_o[1],count_o[1],0.52,1
==> power by group through the flow <==
stage	clock network, mW	registers (mW)	logic [mW]
global route	0.132	0.135	0.00537
finish	0.117	0.135	0.00446
CTS	0.122	0.135	0.00481
==> routing by layer <==
layer,part of all wire [%],global-route usage [%],vias up
met4,0,0.176,0
met1,36,2.43,93
met3,16,2.05,0
met5,0,0,-
li1,-,-,91
met2,48,3.69,8
No activity file was given, so power comes from the tool's default toggle rates.
